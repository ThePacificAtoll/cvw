## design/flow/constraint.sdc

```tcl
current_design clmul

set clk_period 2.7
set clk_io_pct 0.2

create_clock -name clk0 -period $clk_period

set non_clock_inputs [all_inputs -no_clocks]
set_input_delay [expr $clk_period * $clk_io_pct] -clock clk0 $non_clock_inputs
set_output_delay [expr $clk_period * $clk_io_pct] -clock clk0 [all_outputs]
```

## design/flow/design.v

```verilog
package cvw;
typedef struct packed {
  int           XLEN;      
  logic         IEEE754;   
  int           MISA;      
  int           AHBW;      
  int           RAM_LATENCY;  
  logic         BURST_EN;  
  logic         ZICSR_SUPPORTED;
  logic         ZIFENCEI_SUPPORTED;
  logic [11:0]  COUNTERS;
  logic         ZICNTR_SUPPORTED;
  logic         ZIHPM_SUPPORTED;
  logic         ZFH_SUPPORTED;
  logic         ZFA_SUPPORTED;
  logic         SSTC_SUPPORTED;
  logic         VIRTMEM_SUPPORTED;
  logic         VECTORED_INTERRUPTS_SUPPORTED;
  logic         BIGENDIAN_SUPPORTED;
  logic         SVADU_SUPPORTED;
  logic         ZMMUL_SUPPORTED;
  logic         ZICBOM_SUPPORTED;
  logic         ZICBOZ_SUPPORTED;
  logic         ZICBOP_SUPPORTED;
  logic         ZICCLSM_SUPPORTED;
  logic         ZICOND_SUPPORTED;
  logic         SVPBMT_SUPPORTED;
  logic         SVNAPOT_SUPPORTED;
  logic         SVINVAL_SUPPORTED;
  logic         ZAAMO_SUPPORTED;
  logic         ZALRSC_SUPPORTED;
  logic         BUS_SUPPORTED;
  logic         DCACHE_SUPPORTED;
  logic         ICACHE_SUPPORTED;
  logic STARBUG_SUPPORTED;
  int           ITLB_ENTRIES;
  int           DTLB_ENTRIES;
  int           DCACHE_NUMWAYS;
  int           DCACHE_WAYSIZEINBYTES;
  int           DCACHE_LINELENINBITS;
  int           ICACHE_NUMWAYS;
  int           ICACHE_WAYSIZEINBYTES;
  int           ICACHE_LINELENINBITS;
  int           CACHE_SRAMLEN;
  int           IDIV_BITSPERCYCLE;
  logic         IDIV_ON_FPU;
  int           PMP_ENTRIES;
  int           PMP_G;  
  logic [63:0]  RESET_VECTOR;
  int           WFI_TIMEOUT_BIT;
  logic         DTIM_SUPPORTED;
  logic [63:0]  DTIM_BASE;
  logic [63:0]  DTIM_RANGE;
  logic         IROM_SUPPORTED;
  logic [63:0]  IROM_BASE;
  logic [63:0]  IROM_RANGE;
  logic         BOOTROM_SUPPORTED;
  logic [63:0]  BOOTROM_BASE;
  logic [63:0]  BOOTROM_RANGE;
  logic         BOOTROM_PRELOAD;
  logic         UNCORE_RAM_SUPPORTED;
  logic [63:0]  UNCORE_RAM_BASE;
  logic [63:0]  UNCORE_RAM_RANGE;
  logic         UNCORE_RAM_PRELOAD;
  logic         EXT_MEM_SUPPORTED;
  logic [63:0]  EXT_MEM_BASE;
  logic [63:0]  EXT_MEM_RANGE;
  logic         CLINT_SUPPORTED;
  logic [63:0]  CLINT_BASE;
  logic [63:0]  CLINT_RANGE;
  logic         GPIO_SUPPORTED;
  logic [63:0]  GPIO_BASE;
  logic [63:0]  GPIO_RANGE;
  logic         UART_SUPPORTED;
  logic [63:0]  UART_BASE;
  logic [63:0]  UART_RANGE;
  logic         PLIC_SUPPORTED;
  logic [63:0]  PLIC_BASE;
  logic [63:0]  PLIC_RANGE;
  logic         SDC_SUPPORTED;
  logic [63:0]  SDC_BASE;
  logic [63:0]  SDC_RANGE;
  logic         SPI_SUPPORTED;
  logic [63:0]  SPI_BASE;
  logic [63:0]  SPI_RANGE;
  logic         GPIO_LOOPBACK_TEST;
  logic         SPI_LOOPBACK_TEST;
  int           UART_PRESCALE ;
  int           PLIC_NUM_SRC;
  logic         PLIC_NUM_SRC_LT_32;
  int           PLIC_GPIO_ID;
  int           PLIC_UART_ID;
  int           PLIC_SPI_ID;
  int           PLIC_SDC_ID;
  logic                BPRED_SUPPORTED;
  logic [31:0]         BPRED_TYPE;
  int                  BPRED_NUM_LHR;
  int                  BPRED_SIZE;
  int                  BTB_SIZE;
  int                  RAS_SIZE;
  logic                INSTR_CLASS_PRED;  
  int           RADIX;
  int           DIVCOPIES;
  logic         ZBA_SUPPORTED;
  logic         ZBB_SUPPORTED;
  logic         ZBC_SUPPORTED;
  logic         ZBS_SUPPORTED;
  logic         ZCA_SUPPORTED;
  logic         ZCB_SUPPORTED;
  logic         ZCD_SUPPORTED;
  logic         ZCF_SUPPORTED;
  logic         ZBKB_SUPPORTED;
  logic         ZBKC_SUPPORTED;
  logic         ZBKX_SUPPORTED;
  logic         ZKND_SUPPORTED;
  logic         ZKNE_SUPPORTED;
  logic         ZKNH_SUPPORTED;
  logic         ZKN_SUPPORTED;
  logic         USE_SRAM;
  logic [1:0] M_MODE ;
  logic [1:0] S_MODE ;
  logic [1:0] U_MODE ;
  int VPN_SEGMENT_BITS;
  int VPN_BITS;
  int PPN_BITS;
  int PA_BITS;
  int SVMODE_BITS;
  int ASID_BASE;
  int ASID_BITS;
  logic [3:0] NO_TRANSLATE;
  logic [3:0] SV32; 
  logic [3:0] SV39;
  logic [3:0] SV48;
  logic A_SUPPORTED;
  logic B_SUPPORTED;
  logic C_SUPPORTED;
  logic D_SUPPORTED;
  logic E_SUPPORTED;
  logic F_SUPPORTED;
  logic I_SUPPORTED;
  logic M_SUPPORTED;
  logic Q_SUPPORTED;
  logic S_SUPPORTED;
  logic U_SUPPORTED;
  int LOG_XLEN;
  int PMPCFG_ENTRIES;
  int         Q_LEN;
  int         Q_NE;
  int         Q_NF;
  int         Q_BIAS;
  logic [1:0] Q_FMT;
  int         D_LEN;
  int         D_NE;
  int         D_NF;
  int         D_BIAS;
  logic [1:0] D_FMT;
  int         S_LEN;
  int         S_NE;
  int         S_NF;
  int         S_BIAS;
  logic [1:0] S_FMT;
  int         H_LEN;
  int         H_NE;
  int         H_NF;
  int         H_BIAS;
  logic [1:0] H_FMT;
  int         FLEN;
  int         LOGFLEN;
  int         NE  ;
  int         NF  ;
  logic [1:0] FMT ;
  int         BIAS;
  int         FPSIZES;
  int         FMTBITS;
  int         LEN1 ;
  int         NE1  ;
  int         NF1  ;
  logic [1:0] FMT1 ;
  int         BIAS1;
  int         LEN2 ;
  int         NE2  ;
  int         NF2  ;
  logic [1:0] FMT2 ;
  int         BIAS2;
  int CVTLEN;
  int LLEN;
  int LOGCVTLEN;
  int NORMSHIFTSZ;
  int LOGNORMSHIFTSZ;
  int FMALEN;
  int LOGR       ;
  int RK         ;
  int FPDUR      ;
  int DURLEN     ;
  int DIVb       ;
  int DIVBLEN    ;
  int INTDIVb    ;
} cvw_t;
endpackage
module clmul #(parameter WIDTH=32) (
  input  logic [WIDTH-1:0] X, Y,              
  output logic [WIDTH-1:0] ClmulResult);      
  logic [(WIDTH*WIDTH)-1:0] S;                
  integer i,j;
  always_comb begin
    for (i=0;i<WIDTH;i++) begin: outer
      S[WIDTH*i] = X[0] & Y[i];
      for (j=1;j<=i;j++) begin: inner
        S[WIDTH*i+j] = (X[j] & Y[i-j]) ^ S[WIDTH*i+j-1];
      end
      ClmulResult[i] = S[WIDTH*i+j-1];
    end
  end
endmodule
```

## design/flow/run.sh

```bash
#!/bin/bash
# OpenROAD 26Q1-2900-gdf79404cd8, Yosys 0.63+post, stock flow scripts
make -C /OpenROAD-flow-scripts/flow DESIGN_CONFIG=/design/flow/config.mk WORK_HOME=/design/flow/orfs finish
```

## design/flow/config.mk

```make
export PLATFORM = sky130hd
export DESIGN_NAME = clmul
export DESIGN_NICKNAME = clmul
export VERILOG_FILES = /design/flow/design.v
export SDC_FILE = /design/flow/constraint.sdc
export NUM_CORES = 4
export LEC_CHECK = 1
export CORE_UTILIZATION = 30
```

==> impl_metrics.json <==
{
  "run_status": "complete, but fails checks",
  "failed_checks": "negative setup slack",
  "grt_remaining_overflow": 0,
  "warning_count": 34,
  "antenna_violations_before_repair": 6,
  "worst_path_dominant_cell_family": "XOR/XNOR gates",
  "layout_top_cell": "sky130_fd_sc_hd__nand2_1",
  "overall_via_count_from_detail_route": 10100,
  "synth_cells": 1124,
  "port_buffers": 96,
  "track_usage": 0.326,
  "p_int_mw": 2.25,
  "placed_cells": 1601,
  "die_height_um": 155,
  "pwr-share-comb": 1.000,
  "power.ir.vdd_worst_mv": 0.227,
  "grt_setup_unrepaired": "yes",
  "route.detailed.drc": 0,
  "finalCritPeriodShare": 1.09,
  "fin_ws_ns": -0.247,
  "worstPathCellList": "buf_8 > buf_12 > buf_6 > buf_4 > nand2_1 > xnor2_1 > xnor2_1 > xnor2_1 > xnor2_2 > buf_4 > xnor2_2 > buf_2",
  "place_congestion": 0.978,
  "flop-count": 0,
  "hp-class": "in2out",
  "critPathArrivalTime_ns": 2.41,
  "ys.warnings.count": 1,
  "seq_area_frac_synth": 0,
  "synth_chip_area_sq_um": 7030,
  "detail_route.wirelength_um": 45800,
  "timing_worst_slew_pin_value_ns": 0.319,
  "grt_first_pass_wirelength_um": 57200,
  "worst_hold_slack_ns": 1.84,
  "leakage_nw": 5.80,
  "crit_path_frequent_cell": "sky130_fd_sc_hd__xnor2_1",
  "slew_violations": 0,
  "floorplan_utilization": 0.309,
  "post-route-min-period_ns": 2.95,
  "final_hold_violation_tally": 0,
  "mean_syn_cell_area_sq_um": 6.25,
  "grt_max_degree": 13,
  "power_switching_mw": 1.96,
  "final_instance_count_without_filler_cells": 1796,
  "core-area_sq_um": 22800,
  "detailedPlacementHpwl_um": 19100,
  "mostFrequentLayoutCells": "420 x sky130_fd_sc_hd__nand2_1, 312 x sky130_fd_sc_hd__xnor2_1, 210 x sky130_fd_sc_hd__buf_4",
  "drt_iter0_drc": 1493,
  "seq_power_share": 0,
  "synth.cell_area_sq_um": 7030,
  "post_synth_num_cell_types": 9,
  "design.die.area_sq_um": 24100,
  "row_count": 55,
  "totalNegativeSetupSlack_ns": -0.516,
  "boundaryPins": 96,
  "timing.max_cap.violations": 0,
  "drt_pass1_iterations": 9,
  "cp-end-kind": "output port",
  "die.size.x_um": 155,
  "detail_route.wl_per_cell_um": 25.5,
  "cp_slowest_cell": "sky130_fd_sc_hd__xnor2_1",
  "fillers": 1677,
  "setup_viol_count_final": 7,
  "clkPwrFrac": 0,
  "postRouteAntennaNets": 0,
  "power-per-cell-area_nw_per_um2": 325,
  "syn_to_final_growth_pct": 84.2,
  "crit_required_ns": 2.16,
  "critical_path_buf_inv_count": 6,
  "synth-cells-yosys": 1124,
  "slew_headroom": 0.785,
  "start_kind": "primary input",
  "layout.area.comb_sq_um": 7600,
  "hold_buffers": 0,
  "number_of_global_route_vias_before_repair": 9280,
  "postPlaceCellArea_sq_um": 9650,
  "nClkBuffers": 0,
  "timing.fmax_ghz": 0.339,
  "critPathMaxFanout": 3,
  "viasPerCell": 5.63,
  "worst-setup-path-type": "in2out",
  "timing.critical_path.slowest_cell_delay_ns": 0.29,
  "final_layout_size_suffix_gt1_frac": 0.428,
  "sequential_cell_area_sq_um": 0,
  "switching_share_of_power": 0.466,
  "layout.cell_area.non_filler_sq_um": 12900
}
path summary, 6_finish.rpt:
check | startpoint | endpoint | slack (ns) | depth (start not counted)
worst min-delay path | X[9] | ClmulResult[21] | 1.84 | 7
worst max-delay path | X[11] | ClmulResult[30] | -0.25 | 12
metal layers:
metal / GRT usage / up-vias / part of all wire
met5: 0.0393 / - / 0.0043
met4: 0.194 / 10 / 0.11
met3: 0.150 / 448 / 0.17
met2: 0.457 / 1083 / 0.38
met1: 0.402 / 4578 / 0.34
li1: - / 3993 / -
power by group through the flow:
stage         registers, mW  logic (mW)  clock network (mW)
CTS                       0        3.74                   0
finish                    0        4.21        0.0000000816
global route              0        4.40                   0
synth_stat cells:
cell	n	area (sq um)
sky130_fd_sc_hd__and2_1	1	6.26
sky130_fd_sc_hd__xnor2_2	1	16.3
sky130_fd_sc_hd__nand2_1	527	1980
sky130_fd_sc_hd__buf_4	33	248
sky130_fd_sc_hd__xnor2_1	380	3330
sky130_fd_sc_hd__buf_2	48	240
sky130_fd_sc_hd__xor2_1	115	1010
sky130_fd_sc_hd__buf_6	18	203
sky130_fd_sc_hd__clkbuf_1	1	3.75
cells by family (layout without fill, tap and decap cells):
| group | Yosys count | after routing | share of synthesized area |
|---|---|---|---|
| AND/OR/NAND/NOR | 528 | 528 | 0.282 |
| other | 0 | 3 | 0 |
| XOR/XNOR | 496 | 496 | 0.619 |
| buffers and inverters | 100 | 456 | 0.0988 |
tightest hold or removal path, stage by stage:
cell,delay (ns)
sky130_fd_sc_hd__buf_6,0.13
sky130_fd_sc_hd__buf_12,0.14
sky130_fd_sc_hd__nand2_1,0.06
sky130_fd_sc_hd__xnor2_1,0.07
sky130_fd_sc_hd__xnor2_1,0.17
sky130_fd_sc_hd__xnor2_1,0.07
sky130_fd_sc_hd__buf_2,0.11
final cells by class:
type / count / share of cell area
antenna: 3 / 0.000580
multi-input combinational: 1024 / 0.587
tap: 313 / 0.0302
timing repair buffer: 456 / 0.382
repair_timing:
item / CTS / global route
setup buffers: 161 / 34
pin swaps: 254 / 158
endpoints found under the setup margin: 32 / 22
cloned: 17 / 0
resized: 423 / 242
through the flow:
| stage | total power, mW | util | setup WS [ns] |
|---|---|---|---|
| after floorplan | 2.00 | - | 0.563 |
| after global placement | 3.61 | 0.424 | -0.733 |
| after detailed placement | 3.61 | 0.424 | -0.707 |
| after CTS | 3.74 | 0.525 | -0.0845 |
| after global routing | 4.40 | 0.568 | -0.193 |
| final | 4.21 | 0.568 | -0.247 |
Power is estimated from default activity; no workload was simulated.
